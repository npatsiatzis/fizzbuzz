[design/flow/run.sh]
#!/bin/bash
# OpenROAD 26Q1-2900-gdf79404cd8, Yosys 0.63+post, stock flow scripts
make -C /OpenROAD-flow-scripts/flow DESIGN_CONFIG=/design/flow/config.mk WORK_HOME=/design/flow/orfs finish
[design/flow/config.mk]
export PLATFORM = sky130hd
export DESIGN_NAME = top
export DESIGN_NICKNAME = top
export VERILOG_FILES = /design/flow/design.v
export SDC_FILE = /design/flow/constraint.sdc
export NUM_CORES = 4
export LEC_CHECK = 1
export CORE_AREA = 10 10 86 86
export DIE_AREA = 0 0 96 96
export SYNTH_HDL_FRONTEND = slang
[design/flow/design.v]
module fizzbuzz
    #(
        parameter int g_length   = 100
    )
    (
        input logic i_clk,     
        input logic i_rst,  
        input logic i_en,   
        output logic o_is_fizz,
        output logic o_is_buzz,
        output logic [$clog2(g_length) -1 : 0] o_number
    );
        typedef enum logic [1:0] {idle_fizz = 0, fizz_1,fizz_2,fizz_3} fizz_t;
        typedef enum logic [2:0] {idle_buzz = 0, buzz_1,buzz_2,buzz_3,buzz_4,buzz_5} buzz_t;
    fizz_t state_fizz;
    buzz_t state_buzz;
    logic [$clog2(g_length) -1 : 0] cnt;
    logic start  ;
    always_ff @(posedge i_clk) begin : fizzbuzz_FSM
        if(i_rst) begin
            cnt <= 0;
            state_fizz <= idle_fizz;
            state_buzz <= idle_buzz;
            start = 1'b0;
            o_is_fizz <= 1'b0;
            o_is_buzz <= 1'b0;
        end else begin
            o_is_fizz <= 1'b0;
            case (state_fizz)
                idle_fizz : begin
                    if(i_en) begin
                        start = 1'b1;
                        state_fizz <= fizz_1;
                    end else
                        start = 1'b0;
                end
                fizz_1 :
                    state_fizz <= fizz_2;
                fizz_2 : begin
                    o_is_fizz <= 1'b1;
                    state_fizz <= fizz_3;
                end
                fizz_3 :
                    state_fizz <= fizz_1;
                default :
                    state_fizz <= idle_fizz;
            endcase
            o_is_buzz <= 1'b0;
            case (state_buzz)
                idle_buzz : begin
                    if(i_en) begin
                        start = 1'b1;
                        state_buzz <= buzz_1;
                    end else
                        start = 1'b0;
                end
                buzz_1 :
                    state_buzz <= buzz_2;
                buzz_2 :
                    state_buzz <= buzz_3;
                buzz_3 :
                    state_buzz <= buzz_4;
                buzz_4 : begin
                    o_is_buzz <= 1'b1;
                    state_buzz <= buzz_5;
                end
                buzz_5 :
                    state_buzz <= buzz_1;
                default :
                    state_buzz <= idle_buzz;
            endcase
            if(start) begin
                if(32'(cnt) < g_length)
                    cnt <= cnt + 1;
                else begin
                    cnt <= '0;
                    state_fizz <= idle_fizz;
                    state_buzz <= idle_buzz;
                end
            end else
                cnt <= '0;
        end
    end
    assign o_number = cnt;
endmodule : fizzbuzz
module assertion
    #(
        parameter int g_length   = 20
    )
    (
        input logic start,
        input logic i_clk,     
        input logic i_rst,  
        input logic i_en,   
        input logic o_is_fizz,
        input logic o_is_buzz,
        input logic [$clog2(g_length) -1 : 0] o_number
    );
    check_fizz : assert property (@(posedge i_clk) disable iff(i_rst) start && (o_number %3 == 0) |-> o_is_fizz);
    check_buzz : assert property (@(posedge i_clk) disable iff(i_rst) start && (o_number %5 == 0) |-> o_is_buzz);
    check_number_range : assert property (@(posedge i_clk) disable iff(i_rst) 32'(o_number) >= 0 && 32'(o_number) <= g_length);
    cover_en : cover property(@(posedge i_clk) i_en);
    cover_range : cover property (@(posedge i_clk) 32'(o_number) == g_length);
endmodule
module top
    #(
        parameter int g_length   = 20
    )
    (
        input logic i_clk,     
        input logic i_rst,  
        input logic i_en,   
        output logic o_is_fizz,
        output logic o_is_buzz,
        output logic [$clog2(g_length) -1 : 0] o_number
    );
    fizzbuzz #(.g_length(g_length)) fizzbuzz_inst 
    (
    	.i_clk,
    	.i_rst,
    	.i_en,
    	.o_is_fizz,
    	.o_is_buzz,
    	.o_number
	);
	bind fizzbuzz assertion #(.g_length(g_length)) inst
    (
        .start(fizzbuzz_inst.start),
    	.i_clk,
    	.i_rst,
    	.i_en,
    	.o_is_fizz,
    	.o_is_buzz,
    	.o_number
	);
endmodule
[design/flow/constraint.sdc]
current_design top

set clk_period 2.8
set clk_io_pct 0.2

create_clock -name clk0 -period $clk_period [get_ports {i_clk}]

set non_clock_inputs [all_inputs -no_clocks]
set_input_delay [expr $clk_period * $clk_io_pct] -clock clk0 $non_clock_inputs
set_output_delay [expr $clk_period * $clk_io_pct] -clock clk0 [all_outputs]
==> Changelog: implementation <==
### Physical design

- Status: completed
- Fin util: between 10% and 20%
- Worst path slowest cell: clkdlybuf4s50_1
- Clock Skews: around 2.5 ps
- Layout cell share with drive strength beyond 1: roughly 6.0%
- R2r setup slk: ~1500 ps
- PortBufs: 9
- DRT Pass-1 Iters: 4
- Post-route insts no fill: around 140
- Bufs and invs on worst path: 1
- I/O pin total: 10
- Crit-path leading delay family: buffers and inverters
- Synth area leader: dfxtp_1
- Placed insts: around 140
- Flop area: around 360 sq um
- Final Instance Area: 818 sq um
- Max-area cell share: 60.3%
- Overall Power: about 500 uW
- Max-slew headroom: a little under three quarters
- Ys flops: 18
- Vias in the first global route: 398
- Min-Delay Startpoint: fizzbuzz_inst.state_buzz[5]
- Peak VDD IR: ~0.14 mV
- Bufs on Longest Clock Path: 2
- Initial antenna violation count: 0
- Mapped Cells: 56
- R2R depth: 3
- H-tree depth: 1
- Setup crit end kind: primary output
- RSZ-0062 raised after global routing: false
- Cts repair resizes: 0
- Final Setup Violations: 0
- Crit Path Class: register to primary output
- Root Buffer: clkbuf_8
- Pwr dens: 609 nW/um^2
- CTS sink count: 18
- Final setup margin: 1030 ps
- Max frequency: around 560 MHz
- Post-cts hold buffer count: 0
- Synth Warn #: 0
- Largest net degree at the start of global routing: 14
- Post-detailed-placement cell area: 763 sq um
- First-pass GRT wire length: approximately 1800 um
- Total length of routed wires: around 1100 um
- Register share after synthesis: between 60% and 70%
- Worst Path Required: ~2200 ps
- Worst-path clk slew: around 70 ps
- Tally of unique sky130hd cells used after synthesis: 21
- Hold path cells: 1
- Antenna diode instance count: 0
- Worst hold path type: register to register
- Setup tns final: 0 ps
- R2R Path End: fizzbuzz_inst.state_buzz[3]
- Static Leakage: 0.300 nW
- Critical Path Source Type: register
- Final hold vios: 0
- DIE WIDTH: between 90 and 100 um
- CORE AREA: roughly 5500 sq um
- CP max FO: 6
- DIE AREA: 9220 sq um
- Arrival time at the worst endpoint: 1210 ps
- Total grt overflow: 0
- Total tool warning count: 25
- Worst Hold Slack: between 400 and 500 ps
- Final worst-path cycle share: between 60% and 70%
- Worst-margin pin slew: around 440 ps
- Area grow syn2layout: 36.8%
- Insertion Delay late pin: roughly 250 ps
- # Cells Yosys: between 50 and 60
- Detail Route Antenna Nets: 0
- Avg WL per Cell: 7.92 um
- Routability cong.: around 0.75
- Total setup buffers inserted after CTS: 0
- Crit path largest cell delay: between 500 and 600 ps
- Crit path cell chain: clkdlybuf4s50_1
- Hold Path Sink: fizzbuzz_inst.state_buzz[1]
- Yosys chip area: about 600 sq um
- Synthesized area per cell: between 10 and 15 sq um
- Minimum clock period: between 1500 and 2000 ps
- Logic area: 211 sq um
- Slew Viols, Final: 0
- Vias: between 400 and 500
- Number of fill cells: 626
- Cts bufs inserted: 3
- Die span in y: approximately 96 um
- Tot GR Track Use: 2.46%
- DRC: 0
- Biggest area cells: dfxtp_1 60%, nor3b_1 6.3%, nor2_1 4.4%
- Post-Syn Area: around 600 sq um
- Post-DP HPWL: 811 um
- CTS tree: yes
- Row count: 27
- Place WS: 930 ps
- Max Cap Viol: 0
- DRT iter0 DRCs: 19
- FP Util: a little over a tenth
- DR vias/cell: 2.99
- Reg2reg start: fizzbuzz_inst.state_buzz[0]
## area by class of cell
type | count | share of cell area [%]
repair buffers | 9 | 11.0
inverters | 3 | 1.38
well taps | 72 | 11.0
multi-input cells | 33 | 25.8
clock buffers | 4 | 6.73
flip-flops and latches | 18 | 44.0
## cell usage after synthesis
cell / instances
dfxtp_1: 18
nor2_1: 7
nor3b_1: 5
nor2b_1: 4
inv_1: 3
a211o_1: 2
a21oi_1: 2
nor3_1: 2
a211oi_1: 1
buf_6: 1
clkbuf_1: 1
ha_1: 1
nand2_1: 1
nand3_1: 1
nand4b_1: 1
o211ai_1: 1
o21a_1: 1
o21ai_0: 1
o21ba_1: 1
xnor2_1: 1
xor2_1: 1
## state kept, by name, indices dropped and copies added, names as in the netlist
register	cells
fizzbuzz_inst.state_buzz	6
fizzbuzz_inst.o_number	5
fizzbuzz_inst.state_fizz	4
fizzbuzz_inst.o_is_buzz	1
fizzbuzz_inst.o_is_fizz	1
fizzbuzz_inst.start	1
## layout by cell type (no fill, tap or decap), drive strengths merged
master | Yosys | final
a211o | 2 | 2
a211oi | 1 | 1
a21oi | 2 | 2
clkbuf | 1 | 4
clkdlybuf4s50 | 0 | 9
dfxtp | 18 | 18
ha | 1 | 1
inv | 3 | 3
nand2 | 1 | 1
nand3 | 1 | 1
nand4b | 1 | 1
nor2 | 7 | 7
nor2b | 4 | 4
nor3 | 2 | 2
nor3b | 5 | 5
o211ai | 1 | 1
o21a | 1 | 1
o21ai | 1 | 1
o21ba | 1 | 1
xnor2 | 1 | 1
xor2 | 1 | 1
## logic make-up (layout without fill, tap and decap cells)
logic type | Yosys count | count (layout) | share of synthesized area, %
AND-OR/OR-AND | 9 | 9 | 10.9
XOR/XNOR | 2 | 2 | 2.93
adder cells (fa/ha/maj) | 1 | 1 | 2.09
buffers and inverters | 5 | 16 | 4.39
flip-flops | 18 | 18 | 60.3
AND/OR/NAND/NOR | 21 | 21 | 19.5
## power breakdown
group	internal [mW]	switching [mW]
Clock	0.125	0.0812
Combinational	0.0126	0.0105
Sequential	0.265	0.00456
Total	0.402	0.0962
## per-layer routing
layer  wire length (um)  part of all wire [%]  up-vias  track usage (%)
met5                  0                     0        -                0
met4                  9                  0.82        0            0.614
met3                 93                   8.4        2            0.943
met2                478                    43        9             3.76
met1                519                    47      196             3.22
li1                   -                     -      209                -
## worst max-delay path by stage
stage,startpoint,endpoint,slack [ps],depth (start not counted)
after CTS,fizzbuzz_inst.o_number[2],o_number[2],1010,1
after global routing,fizzbuzz_inst.o_number[2],o_number[2],970,1
final,fizzbuzz_inst.o_number[2],o_number[2],1030,1
Power figures rest on the tool's default switching activity, not on a simulated workload.
